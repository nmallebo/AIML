==> /design/flow/design.v <==
module binary_lif_neuron #(
    parameter int WIDTH = 16,
    parameter int FRACTIONAL = 8   
)(
    input  logic clk,
    input  logic rst,
    input  logic input_spike,                          
    input  logic [WIDTH-1:0] leak_factor,              
    input  logic [WIDTH-1:0] threshold,                
    input  logic [WIDTH-1:0] reset_value,              
    output logic spike_out                             
);
    logic [WIDTH-1:0] potential, next_potential;
    logic [WIDTH*2-1:0] mult_result;
    always_ff @(posedge clk or posedge rst) begin
        if (rst) begin
            potential <= 0;
            spike_out <= 0;
        end else begin
            mult_result = potential * leak_factor;
            next_potential = mult_result[WIDTH+FRACTIONAL-1:FRACTIONAL];
            if (input_spike)
                next_potential = next_potential + (1 << FRACTIONAL);
            if (next_potential >= threshold) begin
                spike_out <= 1;
                potential <= reset_value;
            end else begin
                spike_out <= 0;
                potential <= next_potential;
            end
        end
    end
endmodule
==> /design/flow/run.sh <==
#!/bin/bash
# OpenROAD 26Q1-2900-gdf79404cd8, Yosys 0.63+post, stock flow scripts
make -C /OpenROAD-flow-scripts/flow DESIGN_CONFIG=/design/flow/config.mk WORK_HOME=/design/flow/orfs finish
==> /design/flow/config.mk <==
export PLATFORM = sky130hd
export DESIGN_NAME = binary_lif_neuron
export DESIGN_NICKNAME = binary_lif_neuron
export VERILOG_FILES = /design/flow/design.v
export SDC_FILE = /design/flow/constraint.sdc
export NUM_CORES = 4
export LEC_CHECK = 1
export CORE_UTILIZATION = 30
==> /design/flow/constraint.sdc <==
current_design binary_lif_neuron

set clk_period 15.4
set clk_io_pct 0.2

create_clock -name clk0 -period $clk_period [get_ports {clk}]

set non_clock_inputs [all_inputs -no_clocks]
set_input_delay [expr $clk_period * $clk_io_pct] -clock clk0 $non_clock_inputs
set_output_delay [expr $clk_period * $clk_io_pct] -clock clk0 [all_outputs]
==> results.cfg <==
; yosys + openroad results
[status]
run_status = finished, final reports clean

[clocking]
cts_resized = 0
cts_inserted_buffers = 3
clk_path_buf_depth = 2
cts_root_buf = clkbuf_16
clk_pin_slew_ns = 0.05
cts_sinks = 17
hold_buffers = 0
tritoncts = yes
postCtsSetupBuffers = 0
clock.latency.late_pin_ns = 0.24
htreeDepth = 1

[global_routing]
grt_max_degree = 21
grt_pass1_vias = 6593
grt-ovfl-total = 0
grt_pass1_wl_mm = 35.16
grt.total_usage_pct = 16.63
antenna_found_initial = 0

[die]
pin_count = 52
fp.coreArea_um2 = 26950
fp-utilization_pct = 30.66
die_area_um2 = 28210
rows = 60
die_h_um = 168.0
die_w_um = 168.0

[sta]
slew_viol_final = 0
maxSlewHeadroom_pct = 41.76
finalCritPeriodShare_pct = 78.42
setup_violations = 0
worst_slack_ns = 3.323
rsz0062_at_grt = false
tightest_slew_ns = 0.8709
fin_tns_setup_ns = 0
fin_skew_ns = 0.002364
fin_crit_ns = 12.08
hold_violations = 0
timing.hold.ws_ns = 1.357
fmax_ghz = 0.08280

[logic_synthesis]
syn-instance-count = 954
top_area_cell = fa_1
ys_seq_elements = 17
ys_seq_share_pct = 5.148
synth_area_um2 = 8263
flop_cell = dfrtp_1
yosys_warnings = 1
edf_count = 0
yosysCellCount = 954
synth.area.top_cells = fa_1 (40%), ha_1 (13%), inv_1 (10%), and2_1 (7.5%), nand2_1 (6.6%)
avgSynthCellArea_um2 = 8.661
ys_chip_area_um2 = 8263
most_common_cell = inv_1
yosysTopAreaCellShare_pct = 40.46
synthTopCellsByCount = inv_1 (229), fa_1 (167), nand2_1 (145)
async_flop_share_pct = 100.0
yosys.cell_types.count = 55

[setup_path]
path_common_cell = fa_1
worst-setup-path-type = in -> reg
crit_fanout = 20
startpoint_type = input pin
cp-startpoint = leak_factor[4]
cpPeakStageDelay_ns = 0.74
critPathArrivalTime_ns = 12.20
slowest_stage = clkdlybuf4s50_1
endpoint_kind = flip-flop
worstPathRequired_ns = 15.52
reg2reg_from = potential[7]$_DFF_PP0_

[layout]
syn2layout_area_growth_pct = 10.99
layout-drive-gt1-share_pct = 3.893

[detailed_routing]
finalWirelength_mm = 20.28
wl_per_cell_um = 15.40
drt_iter0_drc = 291
insertedDiodeCount = 0
final_antenna_net_count = 0
drc = 0
dr_total_vias = 5993
first_pass_iters = 4
viasPerCell = 4.550

[placed_design]
io_buffers = 51
hpwlAfterDp_mm = 16.25
gp_congestion = 0.9195
post-place-ws_ns = 3.111

[hold_path]
hp-start = potential[0]$_DFF_PP0_
hp-class = reg -> reg

[job]
max_cap_viol_count = 0
warnings = 25
-- critical path, delay by kind of cell --
family                     cells  cell delay [ns]
AOI/OAI and AO/OA              6             1.86
xor gates and xnor gates       2             0.51
adders and majority gates      9             3.90
buffers and inverters          6             1.04
muxes                          1             0.42
and+or+nand+nor                6             1.38
-- per-stage QoR --
step                util [%]  instance area, µm²  std cells
global route           34.03                9171       1317
detailed placement     33.74                9092       1313
global placement       33.74                9092       1313
finish                 34.03                9171       1317
CTS                    34.03                9171       1317
floorplan                  -                8263        954
-- cells by family after synthesis --
| kind of cell | share of synthesized area (%) |
|---|---|
| simple gates | 18.06 |
| buf+inv | 12.25 |
| fa+ha+maj | 53.03 |
| compound gates | 5.769 |
| xor+xnor | 3.710 |
| flops | 5.148 |
| mux | 2.029 |
-- flip-flops by register name, summed over array words and instances, names as in the netlist --
name and flops:
potential 16, spike_out 1
-- layout make-up --
cell class                 instances  area, µm²
clock buffer                       4      78.83
fill                            2747      17780
inverter                         229      859.6
multi-input combinational        669       6825
sequential                        17      425.4
tap                              341      426.7
timing repair buffer              57      555.5
-- path summary, 6_finish.rpt --
kind                       depth (start not counted)                      end  slack [ns]
setup / recovery                                  30   potential[8]$_DFF_PP0_        3.32
hold / removal                                     5   potential[0]$_DFF_PP0_        1.36
setup reg to reg                                  29   potential[8]$_DFF_PP0_        6.24
hold reg to reg                                    5   potential[0]$_DFF_PP0_        1.36
max in group asynchronous                          2   potential[0]$_DFF_PP0_       11.75
min in group asynchronous                          2  potential[14]$_DFF_PP0_        3.23
-- placed cells by master (no fill, tap or decap), types with 5 or more instances in the layout --
| cell type | netlist | final |
|---|---|---|
| nor3_1 | 5 | 5 |
| buf_4 | 0 | 6 |
| nor2_1 | 14 | 14 |
| fa_1 | 167 | 167 |
| nand2_1 | 145 | 145 |
| inv_1 | 229 | 229 |
| and2_1 | 99 | 99 |
| ha_1 | 83 | 83 |
| clkdlybuf4s50_1 | 0 | 51 |
| dfrtp_1 | 17 | 17 |
| mux2_2 | 13 | 13 |
| nand3_1 | 7 | 7 |
| a21oi_1 | 21 | 21 |
| xor2_1 | 11 | 11 |
| o21ai_0 | 16 | 16 |
| xnor2_1 | 24 | 24 |
-- routing by layer --
metal / wire length (µm) / GRT usage, %
met5: 0 / 0
met3: 2212 / 7.757
met1: 9261 / 24.17
met2: 8674 / 24.33
met4: 133 / 1.157
