### flow/run.sh
#!/bin/bash
# OpenROAD 26Q1-2900-gdf79404cd8, Yosys 0.63+post, stock flow scripts
make -C /OpenROAD-flow-scripts/flow DESIGN_CONFIG=/design/flow/config.mk WORK_HOME=/design/flow/orfs finish
### flow/config.mk
export PLATFORM = sky130hd
export DESIGN_NAME = nn_spi_controller
export DESIGN_NICKNAME = nn_spi_controller
export VERILOG_FILES = /design/flow/design.v
export SDC_FILE = /design/flow/constraint.sdc
export NUM_CORES = 4
export LEC_CHECK = 1
export CORE_UTILIZATION = 40
### flow/constraint.sdc
current_design nn_spi_controller

set clk_period 1.0
set clk_io_pct 0.2

create_clock -name clk0 -period $clk_period [get_ports {sclk}]
create_clock -name clk1 -period $clk_period [get_ports {ss_n}]

set non_clock_inputs [all_inputs -no_clocks]
set_input_delay [expr $clk_period * $clk_io_pct] -clock clk0 $non_clock_inputs
set_output_delay [expr $clk_period * $clk_io_pct] -clock clk0 [all_outputs]
### flow/design.v
module nn_spi_controller #(
    parameter int NUM_NEURONS = 4,
    parameter int SYNAPSE_WIDTH = 8,
    parameter int PARAM_WIDTH = 16,
    parameter int SPI_ADDR_WIDTH = 7,
    parameter int SPI_DATA_WIDTH = 32
)(
    input logic sclk,
    input logic ss_n,
    input logic mosi,
    output logic miso,
    output logic nn_reset_n,
    output logic [NUM_NEURONS-1:0] nn_input_spikes,
    input logic [NUM_NEURONS-1:0] nn_output_spikes,
    output logic reg_prog_en,
    output logic [SPI_ADDR_WIDTH-1:0] reg_prog_addr,
    output logic [SPI_DATA_WIDTH-1:0] reg_prog_data
);
    logic [SPI_ADDR_WIDTH+SPI_DATA_WIDTH:0] shift_reg;
    logic [3:0] bit_counter;
    logic spi_active;
    always_ff @(posedge sclk or negedge ss_n) begin
        if (!ss_n) begin
            shift_reg <= 0;
            bit_counter <= 0;
            spi_active <= 1;
        end else if (spi_active) begin
            shift_reg <= {shift_reg[SPI_ADDR_WIDTH+SPI_DATA_WIDTH-1:0], mosi};
            bit_counter <= bit_counter + 1;
            if (bit_counter == SPI_ADDR_WIDTH+SPI_DATA_WIDTH) begin
                spi_active <= 0;
            end
        end
    end
    logic write_op;
    logic [SPI_ADDR_WIDTH-1:0] cmd_addr;
    logic [SPI_DATA_WIDTH-1:0] cmd_data;
    assign write_op = ~shift_reg[SPI_ADDR_WIDTH+SPI_DATA_WIDTH];
    assign cmd_addr = shift_reg[SPI_ADDR_WIDTH+SPI_DATA_WIDTH-1:SPI_DATA_WIDTH];
    assign cmd_data = shift_reg[SPI_DATA_WIDTH-1:0];
    always_ff @(negedge ss_n) begin
        reg_prog_en <= spi_active && (bit_counter == SPI_ADDR_WIDTH+SPI_DATA_WIDTH);
        reg_prog_addr <= cmd_addr;
        reg_prog_data <= cmd_data;
    end
    always_comb begin
        nn_reset_n = 1'b1;
        nn_input_spikes = 0;
        if (reg_prog_en) begin
            case (cmd_addr)
                'h00: nn_reset_n = cmd_data[0];
                'h01: nn_input_spikes = cmd_data[NUM_NEURONS-1:0];
            endcase
        end
    end
    logic [SPI_DATA_WIDTH-1:0] read_data;
    always_comb begin
        case (cmd_addr)
            'h02: read_data = {{(SPI_DATA_WIDTH-NUM_NEURONS){1'b0}}, nn_output_spikes};
            default: read_data = 0;
        endcase
    end
    assign miso = (spi_active && write_op && bit_counter >= SPI_ADDR_WIDTH) ? 
                 read_data[SPI_DATA_WIDTH-1 - (bit_counter - SPI_ADDR_WIDTH)] : 1'bz;
endmodule
==> flow_metrics.tcl <==
# implementation run metrics
set metrics [dict create \
    cp.required_ps 800 \
    final.setup_skew_ps 6.97 \
    grt_use_total_pct 13.9 \
    wl_per_cell_um 11.4 \
    power_switching_share_pct 26.5 \
    ys_area_mm2 0.00182 \
    worstSetupEndpointType "primary output" \
    largest_reg_flops 39 \
    regArea_mm2 0.00176 \
    cap_viol_max_count 0 \
    tns_ps -21400 \
    synth-main-ff-cell "dfxtp_1" \
    core_mm2 0.00435 \
    port_buffers 40 \
    ys_seq_share_pct 96.5 \
    cp_top_family "flip-flops" \
    ys_types 5 \
    worstSetupPathType "reg -> out" \
    power_uw 9340 \
    die-area_mm2 0.00482 \
    status "complete, but fails checks" \
    antenna_found_initial 0 \
    slowest_delay_ps 310 \
    cp_max_fo 1 \
    drv_slew 0 \
    drcViolationCount 0 \
    hold_path_class "clk -> async" \
    antenna_left 0 \
    power.sequential.fraction_pct 35.4 \
    yosysWarningCount 2 \
    layout_setup_ws_ps -575 \
    die_height_um 69.5 \
    holdBufCountCts 0 \
    fp_util_pct 41.8 \
    critical_path_buf_inv_count 1 \
    cts_tree "built" \
    setup_viol 39 \
    antenna_cells 0 \
    p_leak_uw 0.00144 \
    rsz0062_at_grt "yes" \
    drt_iter0_drc 30 \
    irDropWorstVdd_uv 2010 \
    boundaryPins 53 \
    rr_worst_depth 0 \
    post_cts_buffers 0 \
    netlist_area_mm2 0.00182 \
    combGateArea_um2 26.3 \
    warning_count 32 \
    syn2layout_area_growth_pct 50.0 \
    clk_pin_slew_ps 70 \
    row_count 24 \
    synth-edff-count 0 \
    power.density_mw_per_mm2 3420 \
    syn_inst 88 \
    dpl.hpwl_um 1350 \
    cpMaxStageDelayCell "dfxtp_2" \
    grt-ovfl-total 0 \
    p_sw_uw 2470 \
    ys_cells 88 \
    drt_first_pass_iters 4 \
    vias_per_cell 4.03 \
    arrival_ps 1380 \
    yosysTopAreaCellShare_pct 53.6 \
    die_w_um 69.5 \
    yosys.area.top_type "dfrtp_1" \
    top_cells_by_area "dfrtp_1 54%, dfxtp_1 43%, buf_4 2.9%" \
    routed_wl_um 2820 \
    synthArstFlopShare_pct 50.0 \
    grt_max_degree 12 \
    path_cells "buf_2" \
    syn_avg_cell_area_um2 20.7 \
    gp_congestion 0.700 \
    worstSetupStartpointType "register" \
    hold_ws_ps -186 \
    nFillCells 304 \
    p_int_uw 6870 \
    finalHoldViolations 39 \
    synth_flops 78 \
    cp.depth 1 \
    layout-drive-gt1-share_pct 38.8 \
    violations "negative hold slack, negative setup slack" \
    vias 999 \
    grt_pass1_wl_um 4750 \
    grt_pass1_vias 1349 \
    clkPwrFrac_pct 63.8 \
    synthTopCellsByCount "39 x dfrtp_1, 39 x dfxtp_1, 7 x buf_4" \
    p_comb_share_pct 0.7 \
]
## routing by layer
layer	GRT usage, %	share of wire, %	vias to the layer above
li1	-	-	461
met1	13.1	42	479
met2	13.4	44	53
met3	16.5	12	6
met4	15.0	1.9	0
met5	0	0	-
## layout make-up
| class | instances | area share (%) |
|---|---|---|
| Sequential cell | 78 | 64.6 |
| Clock buffer | 25 | 16.7 |
| Timing Repair Buffer | 42 | 8.06 |
| Clock inverter | 44 | 7.28 |
| Tap cell | 52 | 2.38 |
| Multi-Input combinational cell | 7 | 0.962 |
## cells in the final DEF, fill, tap and decap left out, types with 2 or more instances in the layout
| cell type | netlist | routed |
|---|---|---|
| dfxtp_1 | 39 | 33 |
| conb_1 | 2 | 7 |
| buf_2 | 0 | 39 |
| inv_1 | 1 | 39 |
| buf_4 | 7 | 2 |
| dfxtp_2 | 0 | 6 |
| clkbuf_16 | 0 | 10 |
| dfrtp_1 | 39 | 39 |
| clkbuf_8 | 0 | 15 |
## cell families after synthesis
family,Yosys count,synth area share (%)
buffers and inverters,8,3.09
flip-flops,78,96.5
other,2,0.413
## repair_timing
item | in CTS | in global routing
pin swaps | 0 | 0
resized | 122 | 1
setup endpoints to repair | 39 | 39
## worst paths after layout
| kind | from | end | slack [ps] |
|---|---|---|---|
| worst min-delay path | ss_n | shift_reg[19]$_DFF_PN0_ | -190 |
| max in group asynchronous | ss_n | shift_reg[32]$_DFF_PN0_ | 1080 |
| min in group clk0 | mosi | shift_reg[0]$_DFF_PN0_ | 350 |
| worst max-delay path | reg_prog_data[25]$_DFF_N_ | reg_prog_data[25] | -580 |
| worst min register to register | shift_reg[32]$_DFF_PN0_ | shift_reg[33]$_DFF_PN0_ | 370 |
| worst max register to register | shift_reg[15]$_DFF_PN0_ | reg_prog_data[15]$_DFF_N_ | 170 |
| max in group clk1 | shift_reg[15]$_DFF_PN0_ | reg_prog_data[15]$_DFF_N_ | 170 |
| min in group clk1 | shift_reg[38]$_DFF_PN0_ | reg_prog_addr[6]$_DFF_N_ | 660 |
## metrics by stage
stage                     worst slack (ps)  cells  cell area [µm²]  util [%]
after floorplan                       37.2     93             1840         -
after global placement                -460    180             2270      52.1
after detailed placement              -462    180             2270      52.1
after CTS                             -599    248             2730      62.7
after global routing                  -625    248             2730      62.7
final                                 -575    248             2730      62.7
## worst min-delay path: stages
cell and delay, ps:
clkbuf_8 100, clkbuf_8 170, clkbuf_16 140
## power groups by stage
stage         sequential, µW  combinational (µW)  clock, µW
finish                  3310                68.5       5960
global route            3320                78.7       6650
CTS                     3310                71.8       6270
Power is estimated from default activity; no workload was simulated.
